==> design/flow/design.v <==
module SME(clk,reset,chardata,isstring,ispattern,valid,match,match_index);
input clk;
input reset;
input [7:0] chardata;
input isstring;
input ispattern;
output match;
output [4:0] match_index;
output valid;
localparam INIT = 3'd0;
localparam READS = 3'd1;
localparam READP = 3'd2;
localparam MATCH = 3'd3;
localparam ENDMATCH = 3'd4;
localparam space = 8'h20;
localparam first = 8'h5E;
localparam last = 8'h24;
localparam dot = 8'h2E;
localparam star = 8'h2A;
reg [2:0]   state_r, state_w;            
reg [6:0]   strCnt_r, strCnt_w;          
reg [3:0]   patCnt_r, patCnt_w;          
reg [6:0]   matchCnt_r, matchCnt_w;      
reg [3:0]   matchCnt2_r, matchCnt2_w;    
reg [6:0]   starCnt_r, starCnt_w;
reg         continueFlag_w, continueFlag_r;   
reg         valid_r, valid_w;              
reg [7:0]   string_r [31:0];
reg [7:0]   string_w [31:0];
reg [7:0]   pattern_r[ 7:0]; 
reg [7:0]   pattern_w[ 7:0];
reg [7:0]   patMatch_w, patMatch_r;
reg [7:0]   strMatch_w, strMatch_r;
reg         match_w, match_r;
reg [4:0]   matchIdx_w, matchIdx_r;
reg [3:0]   tmp_w, tmp_r; 
reg         first_flag_w, first_flag_r;
reg         skipFlag_w, skipFlag_r;
assign valid = valid_r;
assign match_index = matchIdx_r;
assign match = match_r;
always@(*) begin
    state_w = state_r;
    case(state_r)
        INIT: begin
            if(isstring == 1'b1) begin
                state_w = READS;
            end
        end 
        READS: begin
            if(isstring == 1'b0) begin
                state_w = READP;
            end
            else begin
                state_w = state_r;
            end
        end
        READP: begin
            if(ispattern == 1'b0) begin
                state_w = MATCH;
            end
        end
        MATCH: begin
            if(valid_w) begin
                state_w = ENDMATCH;
            end
        end
        ENDMATCH: begin
            if(isstring == 1'b1) begin
                state_w = READS;
            end
            else if(ispattern == 1'b1) begin
                state_w = READP;
            end
        end
        default: state_w = state_r;
    endcase
end
always @(*) begin
    patCnt_w = patCnt_r;
    strCnt_w = strCnt_r;
    if (state_r == READS) begin
        strCnt_w = strCnt_r + 1;
    end
    else if(state_r == READP) begin
        patCnt_w = patCnt_r + 1;
    end
    else if (state_r == ENDMATCH) begin
        patCnt_w = 0;
        if(isstring) begin
            strCnt_w = 0;
        end
        else begin
            strCnt_w = strCnt_r;
        end
    end
end
integer  i;
always @(*) begin
    for ( i=0 ; i<32 ; i=i+1 ) begin
        string_w[i] = string_r[i];
    end
    if(isstring) begin
        string_w[strCnt_w] = chardata;
    end
end
always @(*) begin
    for ( i=0 ; i<8 ; i=i+1 ) begin
        pattern_w[i] = pattern_r[i];
    end
    if(ispattern) begin
        pattern_w[patCnt_w] = chardata;
    end
end
always @(*) begin
    case(matchCnt_w + matchCnt2_w + starCnt_w - continueFlag_w - skipFlag_w)
        6'd0:   strMatch_w = string_r[0]; 
        6'd1:   strMatch_w = string_r[1];
        6'd2:   strMatch_w = string_r[2]; 
        6'd3:   strMatch_w = string_r[3];
        6'd4:   strMatch_w = string_r[4]; 
        6'd5:   strMatch_w = string_r[5];
        6'd6:   strMatch_w = string_r[6]; 
        6'd7:   strMatch_w = string_r[7];
        6'd8:   strMatch_w = string_r[8]; 
        6'd9:   strMatch_w = string_r[9];
        6'd10:   strMatch_w = string_r[10]; 
        6'd11:   strMatch_w = string_r[11];
        6'd12:   strMatch_w = string_r[12]; 
        6'd13:   strMatch_w = string_r[13];
        6'd14:   strMatch_w = string_r[14]; 
        6'd15:   strMatch_w = string_r[15];
        6'd16:   strMatch_w = string_r[16]; 
        6'd17:   strMatch_w = string_r[17];
        6'd18:   strMatch_w = string_r[18]; 
        6'd19:   strMatch_w = string_r[19];
        6'd20:   strMatch_w = string_r[20]; 
        6'd21:   strMatch_w = string_r[21];
        6'd22:   strMatch_w = string_r[22]; 
        6'd23:   strMatch_w = string_r[23];
        6'd24:   strMatch_w = string_r[24]; 
        6'd25:   strMatch_w = string_r[25];
        6'd26:   strMatch_w = string_r[26]; 
        6'd27:   strMatch_w = string_r[27];
        6'd28:   strMatch_w = string_r[28]; 
        6'd29:   strMatch_w = string_r[29];
        6'd30:   strMatch_w = string_r[30]; 
        6'd31:   strMatch_w = string_r[31];
        default: strMatch_w = strMatch_r;
    endcase
end
always @(*) begin
    case(matchCnt2_w)
    3'd0: patMatch_w = pattern_r[0];
    3'd1: patMatch_w = pattern_r[1];
    3'd2: patMatch_w = pattern_r[2];
    3'd3: patMatch_w = pattern_r[3];
    3'd4: patMatch_w = pattern_r[4];
    3'd5: patMatch_w = pattern_r[5]; 
    3'd6: patMatch_w = pattern_r[6];
    3'd7: patMatch_w = pattern_r[7];
    default: patMatch_w = patMatch_r;
    endcase
end
always @(*) begin
    match_w = 0;
    valid_w = 0;
    matchIdx_w = 0;
    matchCnt_w = matchCnt_r;
    matchCnt2_w = matchCnt2_r;
    continueFlag_w = continueFlag_r;
    starCnt_w = starCnt_r;
    tmp_w = tmp_r;
    first_flag_w = first_flag_r;
    skipFlag_w = skipFlag_r;
    if (state_r == MATCH) begin
        if(matchCnt_r + patCnt_r - 2 <= strCnt_r) begin  
            if(matchCnt2_r >= patCnt_r - 1) begin  
                match_w = 1'b1;
                valid_w = 1'b1;
                matchIdx_w = first_flag_r ? (matchCnt_r + 1): matchCnt_r;
                matchCnt_w = 0;
                matchCnt2_w = 0;
                starCnt_w = 0;
                continueFlag_w = 0;
                first_flag_w = 0;
                tmp_w = 0;
                skipFlag_w = 0;
            end
            else if(patMatch_r == first) begin
                if (strMatch_r == space) begin
                    first_flag_w = 1;
                    matchCnt2_w = matchCnt2_r + 1;
                    skipFlag_w = 0;
                end
                else if (matchCnt_r == 0) begin
                    skipFlag_w = 1;
                    matchCnt2_w = matchCnt2_r + 1;
                end
                else if (strMatch_r == patMatch_r ) begin
                    matchCnt2_w = matchCnt2_r + 1;
                end
                else begin
                    matchCnt2_w = 0;
                    matchCnt_w = matchCnt_r + 1;
                    skipFlag_w = 0;
                end
            end
            else if(patMatch_r == last) begin
                if (strMatch_r == space || (matchCnt_r + matchCnt2_r + starCnt_r >= strCnt_r - 1 )) begin
                    matchCnt2_w = matchCnt2_r + 1;
                end
                else if (strMatch_r == patMatch_r ) begin
                    matchCnt2_w = matchCnt2_r + 1;
                end
                else begin
                    matchCnt2_w = (continueFlag_r) ? tmp_r :0;
                    matchCnt_w = (continueFlag_r) ? matchCnt_r : matchCnt_r + 1;
                    starCnt_w = (continueFlag_r)? (starCnt_r + 1): starCnt_r;
                    skipFlag_w = 0;
                end
            end
            else if(patMatch_r == star) begin
                continueFlag_w = 1'b1;
                tmp_w = matchCnt2_r + 1;
                matchCnt2_w = matchCnt2_r + 1;
                matchCnt_w = matchCnt_r;
            end
            else if(patMatch_r == dot) begin
                matchCnt2_w = matchCnt2_r + 1;
                matchCnt_w = matchCnt_r;
            end
            else begin
                if (continueFlag_r == 1'b1) begin
                    if (strMatch_r == patMatch_r) begin
                        matchCnt2_w = matchCnt2_r + 1;
                        matchCnt_w = matchCnt_r;
                    end
                    else if ( starCnt_r + tmp_r + matchCnt_r - 1 >= strCnt_r) begin  
                        if(matchCnt2_r >= patCnt_r - 1) begin  
                            match_w = 1'b1;
                            valid_w = 1'b1;
                            matchIdx_w = matchCnt_r;
                            matchCnt_w = 0;
                            matchCnt2_w = 0;
                            starCnt_w = 0;
                            continueFlag_w = 0;
                            starCnt_w = 0;
                            first_flag_w = 0;
                            tmp_w = 0;
                            skipFlag_w = 0;
                        end
                        else begin
                            match_w = 1'b0;
                            valid_w = 1'b1;
                            matchIdx_w = 0;
                            matchCnt_w = 0;
                            matchCnt2_w = 0;
                            starCnt_w = 0;
                            continueFlag_w = 0;
                            starCnt_w = 0;
                            first_flag_w = 0; 
                            tmp_w = 0;
                            skipFlag_w = 0;
                        end
                    end
                    else begin
                        matchCnt2_w = tmp_r;
                        starCnt_w = starCnt_r + 1;
                    end
                end
                else begin
                    if (strMatch_r == patMatch_r) begin  
                        matchCnt2_w = matchCnt2_r + 1;
                        matchCnt_w = matchCnt_r;
                    end
                    else begin
                        matchCnt2_w = 0;
                        matchCnt_w = matchCnt_r + 1;  
                        skipFlag_w = 0;
                    end 
                end
            end
        end
        else begin  
            match_w = 1'b0;
            valid_w = 1'b1;
            matchIdx_w = 0;
            matchCnt_w = 0;
            matchCnt2_w = 0;
            starCnt_w = 0;
            continueFlag_w = 0;
            first_flag_w = 0;
            tmp_w = 0;
            skipFlag_w = 0;
        end
    end
end
always @(posedge clk) begin
    if (reset) begin
        state_r <= 0;
        valid_r <= 0;
        strCnt_r <= 0;
        patCnt_r <= 0;
        strMatch_r <= 0;
        patMatch_r <= 0;
        for (i = 0; i<32; i=i+1) begin
            string_r[i] <= 8'b0;
        end
        for (i = 0; i<8; i=i+1) begin
            pattern_r[i] <= 8'b0;
        end
        matchIdx_r <= 0;
        matchCnt_r <= 0;
        matchCnt2_r <= 0;
        starCnt_r <= 0;
        continueFlag_r <= 0;
        tmp_r <= 0;
        match_r <= 0;
        first_flag_r <= 0;
        skipFlag_r <= 0;
    end 
    else begin
        state_r <= state_w;
        valid_r <= valid_w;
        strCnt_r <= strCnt_w;
        patCnt_r <= patCnt_w;
        strMatch_r <= strMatch_w;
        patMatch_r <= patMatch_w;
        for (i = 0; i<32; i=i+1) begin
            string_r[i] <= string_w[i];
        end
        for (i = 0; i<8; i=i+1) begin
            pattern_r[i] <= pattern_w[i];
        end
        matchIdx_r <= matchIdx_w;
        matchCnt_r <= matchCnt_w;
        matchCnt2_r <= matchCnt2_w;
        starCnt_r <= starCnt_w;
        continueFlag_r <= continueFlag_w;
        tmp_r <= tmp_w;
        match_r <= match_w;
        first_flag_r <= first_flag_w;
        skipFlag_r <= skipFlag_w;
    end
end
endmodule
==> design/flow/run.sh <==
#!/bin/bash
# OpenROAD 26Q1-2900-gdf79404cd8, Yosys 0.63+post, stock flow scripts
make -C /OpenROAD-flow-scripts/flow DESIGN_CONFIG=/design/flow/config.mk WORK_HOME=/design/flow/orfs finish
==> design/flow/config.mk <==
export PLATFORM = sky130hd
export DESIGN_NAME = SME
export DESIGN_NICKNAME = SME
export VERILOG_FILES = /design/flow/design.v
export SDC_FILE = /design/flow/constraint.sdc
export NUM_CORES = 4
export LEC_CHECK = 1
export CORE_UTILIZATION = 30
==> design/flow/constraint.sdc <==
current_design SME

set clk_period 14.9
set clk_io_pct 0.2

create_clock -name clk0 -period $clk_period [get_ports {clk}]

set non_clock_inputs [all_inputs -no_clocks]
set_input_delay [expr $clk_period * $clk_io_pct] -clock clk0 $non_clock_inputs
set_output_delay [expr $clk_period * $clk_io_pct] -clock clk0 [all_outputs]
==> changes_impl.md <==
### Metrics

- CTS tree: done
- Post-DP Area: 22200 sq um
- DPL Wire Length: 46700 microns
- Fin. Hold Viols: 0
- First-pass GRT wire length: 105000 microns
- Post-Syn Area: 21000 sq um
- WP data arrival: 10.17 ns
- DRC: 0
- Leakage: 9.03 nW
- All-Layer GR Usage: 19.7%
- Number of hold-repair buffers added at the cts stage: 0
- Final wirelength: 68800 microns
- Cells after DPL: 3254
- Fill cell count: 6960
- CP max stage cell: nor3_1
- RSZ-0062 raised after global routing: false
- Max-cap violations: 0
- Ys cells: 2383
- Die X: 266 microns
- Area Growth Syn to Fin: 12.8%
- Io pins: 19
- Worst-Margin Slew: 1.03 ns
- Clock sink total: 384
- Antenna-violating nets left: 0
- Post-synth mux share: 17.8%
- Initial antenna violation count: 1
- Final Cell Area: 23700 sq um
- WL/cell: 20.7 microns
- Core ar.: 68800 sq um
- Final worst path period need: 9.63 ns
- Post-Layout Cell Count: 3329
- FP Core Util: 30.5%
- Origin of the critical flop-to-flop path: matchCnt_r[2]$_SDFF_PP0_
- Main synth FF type: dfxtp_1
- Most frequent logic cell in the layout: nor2_1
- Distinct cells, synth: 98
- Crit path DRT: 15.44 ns
- H-Tree Depth: 2
- Final period util: 64.6%
- Fraction of registers with async set/reset: 0%
- Synth Seq Share: 36.7%
- Fmax: 104 MHz
- Iteration-0 DRC Markers: 1685
- Adder share: 6.81%
- CP most frequent cell: fa_1
- Top cells excl fill/tap: 439 x nor2_1, 384 x dfxtp_1, 347 x mux2i_1
- Setup TNS: 0 ns
- Outcome: finished clean
- Reg area: 7690 sq um
- First-pass DRT Iterations: 6
- Row cnt: 96
- Largest net degree at the start of global routing: 95
- Yosys aoi share: 15.7%
- Chip Area, Yosys: 21000 sq um
- Maximum vdd drop: 0.0711 mV
- Tool warning count: 35
- Worst setup SP type: flop
- Slowest stage delay, CP: 0.72 ns
- Vias: 18001
- Xor/xnor share: 1.80%
- Crit path max fanout: 14
- Die H: 266 microns
- Clock Latency Late Sink: 0.60 ns
- Clock Tree Root: clkbuf_16
- Final setup vio count: 0
- Number of global-route vias before repair: 16950
- Postcts setup bufs: 0
- Worst Setup Path Type: reg -> reg
- Simple Share, Synth: 16.2%
- Slew HR: 30.7%
- EDFF count, synth: 0
- Cells after Synth: 2383
- Post-CTS sizing: 0
- Syn. warnings: 5
- Comb area leader: multiplexers
- Logic area: 12300 sq um
- Hold crit path type: reg -> reg
- Grt total ovfl: 0
- Clock-pin transition on the worst setup and hold timing paths: 0.06 ns
- Setup crit end kind: flop
- Flops out of synthesis: 384
- Layout cells sized above 1: 9.01%
- Fin. max-slew vios: 0
- GPL Wtd Cong: 0.978
- Worst hold start: state_r[0]$_DFF_P_
- Number of port buffers: 18
- Mean number of vias per cell: 5.41
- DIE AREA: 71000 sq um
- Max Root-Sink Buffers: 3
- Average size of a mapped cell: 8.80 sq um
- Num CTS Buffers: 42
- Worst Setup SP: matchCnt_r[2]$_SDFF_PP0_
- Clk_skew: 0.0437 ns
- Pwr Density: 96.2 nW/um^2
-- worst max-delay path: cells and delay by family (launching register included) --
family	cells	cell delay (ns)
flops	1	0.56
buf+inv	4	0.57
compound gates	12	2.60
xor+xnor	2	0.77
simple gates	4	1.31
mux	1	0.17
fa+ha+maj	9	3.60
-- synth_stat cells (all sizes together) (6+ instances only) --
cell type | instances | share of area (%)
nand3 | 54 | 1.3
o211ai | 7 | 0.25
mux2 | 9 | 0.48
a32oi | 12 | 0.50
nand2b | 10 | 0.30
nor3 | 46 | 1.2
and3 | 8 | 0.24
a31oi | 16 | 0.48
xnor2 | 37 | 1.5
mux2i | 347 | 17
fa | 17 | 1.6
nor2 | 441 | 7.9
a211oi | 23 | 0.82
nand4 | 16 | 0.48
dfxtp | 384 | 37
o21a | 17 | 0.61
and2 | 10 | 0.30
a221oi | 22 | 1.0
or2 | 10 | 0.31
nor4 | 10 | 0.44
inv | 99 | 1.8
a22o | 7 | 0.29
a21oi | 87 | 2.1
o31ai | 8 | 0.29
clkbuf | 140 | 2.8
nand2 | 123 | 2.2
a21o | 17 | 0.64
o2111ai | 6 | 0.25
a211o | 6 | 0.26
o21bai | 6 | 0.21
xor2 | 6 | 0.25
nor2b | 13 | 0.39
a22oi | 50 | 1.9
ha | 87 | 5.2
a2bb2oi | 8 | 0.33
a311oi | 11 | 0.46
mux4 | 7 | 0.75
o21ai | 96 | 2.4
buf | 13 | 0.42
o22ai | 16 | 0.48
-- cell type report --
type,count,share of cell area (%)
repair buffers,93,2.99
well taps,931,4.92
clock buffers,60,5.07
inverters,99,1.59
flip-flops and latches,384,32.5
clock inverters,14,1.08
diodes,1,0.0106
multi-input cells,1747,51.8
-- registers in the layout, indices dropped and copies added (netlist names), 4 cells and up --
register     flops
pattern_r       64
tmp_r            4
starCnt_r        7
patMatch_r       8
strCnt_r         7
state_r          5
matchIdx_r       5
string_r       256
strMatch_r       8
matchCnt2_r      4
matchCnt_r       7
patCnt_r         4
-- cell families (layout without fill, tap and decap cells) --
group / count (synthesis) / in the layout
mux: 363 / 363
buf+inv: 252 / 266
flops: 384 / 384
other cells: 0 / 1
xor+xnor: 43 / 43
simple gates: 768 / 768
compound gates: 469 / 469
fa+ha+maj: 104 / 104
-- stage by stage --
| step | hold slack (ns) | worst slack (ns) | utilization [%] | total power, mW |
|---|---|---|---|---|
| 5_1_grt | 0.486 | 4.87 | 34.4 | 2.34 |
| 3_3_place_gp | 0.440 | 5.54 | 32.3 | 1.19 |
| 4_1_cts | 0.461 | 5.41 | 34.4 | 2.29 |
| 6_report | 0.460 | 5.27 | 34.4 | 2.28 |
| 3_5_place_dp | 0.447 | 5.43 | 32.3 | 1.19 |
| 2_1_floorplan | 0.431 | 6.12 | - | 1.15 |
-- worst paths after layout --
| kind | end | slack (ns) | cells after the start |
|---|---|---|---|
| hold / removal | state_r[0]$_DFF_P_ | 0.46 | 1 |
| hold reg to reg | state_r[0]$_DFF_P_ | 0.46 | 1 |
| setup reg to reg | strMatch_r[4]$_SDFFE_PP0P_ | 5.27 | 32 |
| setup / recovery | strMatch_r[4]$_SDFFE_PP0P_ | 5.27 | 32 |
-- power by group --
part	internal, mW	switching, mW
logic	0.0359	0.0897
clock network	0.653	0.454
registers	1.03	0.00814
-- layer usage --
metal	global-route usage [%]	share of wire (%)	vias up
li1	-	-	8473
met1	28.9	45	8602
met2	28.6	42	760
met3	5.70	9.6	166
met4	5.76	3.5	0
met5	0	0	-
Power figures rest on the tool's default switching activity, not on a simulated workload.
